<file path="flow/run.sh">
#!/bin/bash
# OpenROAD 26Q1-2900-gdf79404cd8, Yosys 0.63+post, stock flow scripts
make -C /OpenROAD-flow-scripts/flow DESIGN_CONFIG=/design/flow/config.mk WORK_HOME=/design/flow/orfs finish
</file>
<file path="flow/config.mk">
export PLATFORM = sky130hd
export DESIGN_NAME = encipher
export DESIGN_NICKNAME = encipher
export VERILOG_FILES = /design/flow/design.v
export SDC_FILE = /design/flow/constraint.sdc
export NUM_CORES = 4
export LEC_CHECK = 1
export CORE_UTILIZATION = 40
</file>
<file path="flow/constraint.sdc">
current_design encipher

set clk_period 14.4
set clk_io_pct 0.2

create_clock -name clk0 -period $clk_period [get_ports {clk}]

set non_clock_inputs [all_inputs -no_clocks]
set_input_delay [expr $clk_period * $clk_io_pct] -clock clk0 $non_clock_inputs
set_output_delay [expr $clk_period * $clk_io_pct] -clock clk0 [all_outputs]
</file>
<file path="flow/design.v">
module round (
  input logic start, clk, reset_l,
  input logic [31:0] feistel_in,  
  input logic [31:0] p_in,  
  input logic [31:0] S_data,
  output logic [31:0] S_addr,
  input logic [31:0] P_data,
  output logic [31:0] P_addr,
  output logic [31:0] result,
  output logic done
);
  enum logic [2:0]
  {
    WAIT,
    F_1,
    F_2,
    F_3,
    F_4,
    P_1,
    DONE
  } state, nextState;
  logic [31:0] feistel_in_reg, p_in_reg;
  always_comb begin
    nextState = state;
    done = 0;
    S_addr = 32'hz;
    P_addr = 32'hz;
    case(state)
      WAIT: begin
        if(start) nextState = F_1;
      end
      F_1: begin
        nextState = F_2;
        S_addr = {24'h0, feistel_in_reg[31:24]};
      end
      F_2: begin
        nextState = F_3;
        S_addr = {24'h1, feistel_in_reg[23:16]};
      end
      F_3: begin
        nextState = F_4;
        S_addr = {24'h2, feistel_in_reg[15:8]};
      end
      F_4: begin
        nextState = P_1;
        S_addr = {24'h1, feistel_in_reg[7:0]};
      end
      P_1: begin
        nextState = DONE;
        P_addr = p_in_reg;
      end
      DONE: begin
        nextState = WAIT;
        done = 1;
      end
    endcase
  end
  always_ff @(posedge clk) begin
    if(~reset_l) begin
      state <= nextState;
      case(state)
        WAIT: begin
          if(start) begin
            feistel_in_reg <= feistel_in;
            p_in_reg <= p_in;
          end
        end
        F_1: begin
          result <= S_data;
        end
        F_2: begin
          result <= result + S_data;
        end
        F_3: begin
          result <= result ^ S_data;
        end
        F_4: begin
          result <= result + S_data;
        end
        P_1: begin
          result <= result ^ P_data;
        end
      endcase
    end
    else begin
      state <= WAIT;
      result <= 0;
    end
  end
endmodule: round
module encipher (
  input logic start, clk, reset_l,
  input logic [31:0] xl_in, xr_in,
  input logic [31:0] S_data, P_data,
  output logic [31:0] S_addr, P_addr,
  output logic [31:0] xl_out, xr_out,
  output logic done
); 
  enum logic [1:0]
  {
    WAIT,
    ROUND_START,
    ROUND_WAIT,
    DONE
  } state, nextState;
  logic [0:4] round_counter;
  logic [31:0] Xl, Xr;
  logic [31:0] round_feistel_in, round_p_in, round_result;
  logic [31:0] round_S_addr, round_P_addr;
  logic round_start, round_done;
  round r0 (round_start, clk, reset_l, round_feistel_in, round_p_in, S_data, round_S_addr, P_data, round_P_addr, round_result, round_done);
  always_comb begin
    nextState = state;
    round_p_in = round_counter;
    round_feistel_in = (round_counter[0]) ? Xl : Xr;
    round_start = 0;
    done = 0;
    S_addr = round_S_addr;
    P_addr = round_P_addr;
    case(state)
      WAIT: begin
	if(start) begin
	  nextState = ROUND_START;
	  P_addr = 0;
	end
      end
      ROUND_START: begin
	nextState = ROUND_WAIT;
	round_start = 1;
      end
      ROUND_WAIT: begin
	if(round_done) begin
	  if(round_counter == 16) begin
	    nextState = DONE;
	    P_addr = 17;
	  end
	  else begin
	    nextState = ROUND_START;
	  end
	end
      end
      DONE: begin
	done = 1;
      end
    endcase
  end
  always_ff @(posedge clk) begin
    if(~reset_l) begin
      round_counter <= 1;
      Xl <= 0;
      Xr <= 0;
      xl_out <= 0;
      xr_out <= 0;
    end
    else begin
      state <= nextState;
      case(state)
	WAIT: begin
	  if(nextState == ROUND_START) begin
	    round_counter <= 1;
	    Xl <= xl_in ^ P_data;  
	    Xr <= xr_in;
	  end
	end
	ROUND_WAIT: begin
	  if(ROUND_START) begin
	    if(round_counter[0]) begin
	      Xr <= Xr ^ round_result; end
	    else begin
	      Xl <= Xl ^ round_result;
	    end
	    round_counter <= round_counter + 1;
	  end
	  else if(nextState == DONE) begin
	    xl_out <= Xr ^ P_data;  
	    xr_out <= Xl ^ round_result;  
	  end
	end
      endcase
    end
  end
endmodule: encipher
</file>
==> summary.txt <==
Latest figures from synthesis and place and route.

The capture point of the worst register-to-register path is recorded as r0.result[26]. Setup repair after global routing left no endpoint under its margin. The largest buffer count on any clock path is 2.

For reference, the critical path cell chain is clkdlybuf4s50_1 -> ha_1 -> fa_1 -> a211oi_1 -> or2_1 -> o211ai_2 -> o211ai_1 -> nand3_1 -> a21oi_1 -> o21bai_1 -> a211o_1. The overflow left after global routing is 0. The number of synthesized flops with an enable pin is 37. The predominant post-synthesis flop cell is sky130_fd_sc_hd__dfxtp_1.

The most common library cell in the layout ignoring fill and taps is sky130_fd_sc_hd__conb_1. The share of async-settable or async-resettable flops after synthesis is 0%. OpenROAD reports that the post-layout worst path occupies 38.4% of the period. The number of antenna violations at the first check in global routing was 0. The path with the worst hold slack has its endpoint at r0.state[0].

The cell count of the worst reg-to-reg path is 9. The top metal layer carrying routed signals is met4. The run finished with clean final reports. The number of primary I/O pins is 260. The top cell type by area accounts for 22.9% of the synthesized area.

By area the synthesized netlist is led by sky130_fd_sc_hd__dfxtp_1, sky130_fd_sc_hd__edfxtp_1, sky130_fd_sc_hd__buf_4. 0 antenna diodes ended up in the layout. The via count is approximately 7800.

The placement stage leaves a total instance area of 10400 µm². For this run, the detailed router reports a per-instance via density of 5.20. The final critical-path required period is 5.52 ns. Per the skew report, the later register of the worst-skew pair sees a clock latency of 0.42 ns. The first global-routing pass estimated 38000 µm of wire. The die covers about 25000 µm². TritonRoute reported its final design rule violation total as 0. For the worst setup path, the data arrival time is 5.83 ns. The number of buffers created by CTS is 17.

The worst-margin pin slew is 0.830 ns. The clock transition time at the flip-flop clock pins of the worst setup and hold paths is 0.06 ns. The number of max-slew violations in the final report is 0. The power density over cell area is roughly 110 nW/µm².

Per the final timing report, the hold violations number 0. The routed wire length is approximately 25000 µm. The worst hold path passes through 2 cells. The CTS tree is yes.

The launch point of the worst register-to-register path is recorded as r0.state[5]. STA classifies the critical path startpoint as an input port. The yosys-reported design area after synthesis is ~9700 µm². The maximum achievable frequency is 181 MHz. In this run the tool buffered the top-level ports with 81 buffer cells. The class of the worst hold path is reg -> reg.

The share of synthesized area occupied by flip-flops and latches is 34.4%. STA classifies the critical path endpoint as a register. In this run the most critical hold path is launched from r0.state[0].

Looking at the critical path, the highest net fanout was 4. The met2 wirelength from detailed routing is 11000 µm. Ranking logic cells in the layout by count gives the top entries sky130_fd_sc_hd__conb_1, sky130_fd_sc_hd__dfxtp_1, sky130_fd_sc_hd__nand2_1.

The synthesized netlist contains 64 unique library cells. From the final report, the count of setup violators was given as 0. The detailed router's first-iteration violation count is 479. The tool flagged a number of max-cap violations equal to 0. The routed length per instance is around 16 µm. For this run, the detailed router's first-pass iteration total came to 4. The clock sink count is about 150. In this run, post-CTS hold repair placed 0 buffers. The synth_stat.txt file lists the number of cells as between 1000 and 1500. A synthesized cell averages 8.74 µm². The layout stage reports a final design area of around 11000 µm². The remaining max-slew budget at the tightest pin is 44.4%. The total length of routed met3 wires is 1290 µm. The timing report gives the biggest stage delay along the critical path as 0.47 ns. The required time of the critical path is 14.70 ns. The analysis reports a worst IR drop on VDD of 0.0000742 V.

The startpoint of the most critical setup path is S_data[0]. The leakage component of the power was reported as 4.39 nW. The slowest stage of the critical path belongs to the cell sky130_fd_sc_hd__clkdlybuf4s50_1. The fraction of the core area occupied by cells at floorplan is 41.1%. The post-route setup TNS is 0 ns. The sum of internal, switching and leakage power is 1.26 mW.

The root buffer cell chosen for the clock tree is sky130_fd_sc_hd__clkbuf_16. The initialized floorplan defines 56 standard-cell rows. The final RePlAce weighted congestion is a little over 0.9. The warning total across the stage logs is approximately 91. The setup slack of the most critical reg-to-reg path is 11.36 ns. The number of global-route vias before repair came to about 7000. The fraction of final layout cells sized beyond drive strength 1 is 7.93%.

Relative to the synthesized area, the layout overhead comes to 13.6%. On the final layout, the worst clock skew is 0.00920 ns. The critical setup path kind is in -> reg. The maximum number of pins on one net before global-route repair is 71. The post-cts resize count is 0.

The post-route report lists met1 wire length as 11800 µm. Summed over all instances, the cell type with the most area after synthesis is sky130_fd_sc_hd__dfxtp_1. From left edge to right edge, the die measures 158 µm. Looking at the clock tree report, the H-tree level count equals 4. The core box area is about 24000 µm².

The smallest hold slack is between 0.4 and 0.5 ns. The height of the die is about 160 µm. The synthesis warning total is 4. Post-CTS timing repair inserted 0 buffers for setup. The summed instance area of the synthesized netlist is 9690 µm². The synthesized design contains between 100 and 150 register bits. Across every metal layer, demand over resource in global routing totals 20.5%. The synthesized netlist handed to floorplanning was reported with a cell count of 1109.

The remaining antenna violation count is 0. Note, the detailed placer reported a final HPWL of about 16000 µm.
## cell families (layout without fill, tap and decap cells)
family / after synthesis / in the layout / share of synthesized area (%)
AOI/OAI and AO/OA: 277 / 277 / 19.7
DFF: 148 / 148 / 34.4
and+or+nand+nor: 327 / 327 / 16.7
muxes: 44 / 44 / 4.98
adders and majority gates: 34 / 34 / 4.47
buffers and inverters: 190 / 142 / 11.8
other: 1 / 113 / 0.0387
xor gates and xnor gates: 88 / 88 / 7.95
## power breakdown
group          switching (mW)  internal, mW  leakage, nW
Sequential             0.0401         0.456         1.26
Combinational           0.147         0.124         2.81
Clock                   0.184         0.308        0.315
Total                   0.371         0.888         4.39
## worst max path at each step
| stage | endpoint | slack, ns | cells after the start |
|---|---|---|---|
| 4_1_cts | r0.result[30] | 8.91 | 11 |
| 5_1_grt | r0.result[30] | 8.72 | 11 |
| 6_report | r0.result[30] | 8.88 | 11 |
## per-stage QoR
step	worst slack, ns	std cells	util, %
after floorplan	6.74	1221	-
after global placement	8.49	1460	43.9
after detailed placement	8.52	1460	43.9
after CTS	8.91	1492	46.7
after global routing	8.72	1492	46.7
final	8.88	1492	46.7
## layout make-up
type                            instances  area, µm²
Clock buffer                           19        464
Clock inverter                         13        194
Sequential cell                       148       3330
Tap cell                              319        399
Fill cell                            2276      12600
Inverter                               16       60.1
Multi-Input combinational cell        883       5660
Timing Repair Buffer                   94        906
## worst max-delay path, delay by kind of cell
family	cells	cell delay [ns]
fa+ha+maj	2	0.69
compound gates	6	1.37
buf+inv	1	0.47
simple gates	2	0.42
## cell usage after synthesis (5+ instances only)
| master | count |
|---|---|
| sky130_fd_sc_hd__o21bai_1 | 8 |
| sky130_fd_sc_hd__nor2_1 | 73 |
| sky130_fd_sc_hd__nand4_1 | 9 |
| sky130_fd_sc_hd__a21oi_1 | 61 |
| sky130_fd_sc_hd__o31ai_1 | 10 |
| sky130_fd_sc_hd__a211oi_1 | 7 |
| sky130_fd_sc_hd__a221o_1 | 13 |
| sky130_fd_sc_hd__o21a_1 | 5 |
| sky130_fd_sc_hd__o221ai_1 | 14 |
| sky130_fd_sc_hd__a22oi_1 | 20 |
| sky130_fd_sc_hd__o211ai_1 | 6 |
| sky130_fd_sc_hd__o21ai_0 | 45 |
| sky130_fd_sc_hd__nand2b_1 | 8 |
| sky130_fd_sc_hd__mux2i_1 | 10 |
| sky130_fd_sc_hd__nand3_1 | 8 |
| sky130_fd_sc_hd__dfxtp_1 | 111 |
| sky130_fd_sc_hd__ha_1 | 33 |
| sky130_fd_sc_hd__buf_1 | 6 |
| sky130_fd_sc_hd__o22ai_1 | 16 |
| sky130_fd_sc_hd__xor2_1 | 10 |
| sky130_fd_sc_hd__and3_1 | 6 |
| sky130_fd_sc_hd__edfxtp_1 | 37 |
| sky130_fd_sc_hd__nand2_1 | 98 |
| sky130_fd_sc_hd__a21o_1 | 18 |
| sky130_fd_sc_hd__o32ai_1 | 5 |
| sky130_fd_sc_hd__nor2b_1 | 11 |
| sky130_fd_sc_hd__xnor2_1 | 78 |
| sky130_fd_sc_hd__a22o_1 | 9 |
| sky130_fd_sc_hd__a221oi_1 | 13 |
| sky130_fd_sc_hd__inv_1 | 15 |
| sky130_fd_sc_hd__nor4b_1 | 6 |
| sky130_fd_sc_hd__a21boi_0 | 5 |
| sky130_fd_sc_hd__and2_1 | 72 |
| sky130_fd_sc_hd__mux2_2 | 34 |
| sky130_fd_sc_hd__buf_4 | 113 |
| sky130_fd_sc_hd__nor3_1 | 22 |
| sky130_fd_sc_hd__clkbuf_1 | 53 |
## per-layer routing
layer	vias up	track usage (%)
met5	-	0
met3	29	2.68
met4	0	3.74
met2	244	31.8
li1	3855	-
met1	3635	31.3
Power figures rest on the tool's default switching activity, not on a simulated workload.
