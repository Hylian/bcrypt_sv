==> flow/design.v <==
module register (clk, reset_l, D, Q);
  parameter WIDTH = 32;
  input logic clk, reset_l;
  input logic [WIDTH-1:0] D;
  output logic [WIDTH-1:0] Q;
  always_ff @(posedge clk, negedge reset_l) begin
    if(!reset_l) begin
      Q <= 0;
    end
    else if(clk) begin
      Q <= D;
    end
  end
endmodule: register
module adder (A, B, result);
  parameter WIDTH = 32;
  input logic [WIDTH-1:0] A, B;
  output logic [WIDTH-1:0] result;
  assign result = A + B;
endmodule: adder 
module xorer (A, B, result);
  parameter WIDTH = 32;
  input logic [WIDTH-1:0] A, B;
  output logic [WIDTH-1:0] result;
  assign result = A ^ B;
endmodule: xorer
module xorer3 (A, B, C, result);
  parameter WIDTH = 32;
  input logic [WIDTH-1:0] A, B, C;
  output logic [WIDTH-1:0] result;
  assign result = A ^ B ^ C;
endmodule: xorer3
module mux2to1 (sel, A, B, out);
  parameter WIDTH = 32;
  input logic sel;
  input logic [WIDTH-1:0] A, B;
  output logic [WIDTH-1:0] out;
  assign out = sel ? B : A;
endmodule: mux2to1
module mux3to1 (sel, A, B, C, out);
  parameter WIDTH = 32;
  input logic [1:0] sel;
  input logic [WIDTH-1:0] A, B, C;
  output logic [WIDTH-1:0] out;
  always_comb begin
    case(sel)
      0: out = A;
      1: out = B;
      2: out = C;
    endcase
  end
endmodule: mux3to1
==> flow/run.sh <==
#!/bin/bash
# OpenROAD 26Q1-2900-gdf79404cd8, Yosys 0.63+post, stock flow scripts
make -C /OpenROAD-flow-scripts/flow DESIGN_CONFIG=/design/flow/config.mk WORK_HOME=/design/flow/orfs finish
==> flow/config.mk <==
export PLATFORM = sky130hd
export DESIGN_NAME = xorer3
export DESIGN_NICKNAME = xorer3
export VERILOG_FILES = /design/flow/design.v
export SDC_FILE = /design/flow/constraint.sdc
export NUM_CORES = 4
export LEC_CHECK = 1
export CORE_AREA = 10 10 86 86
export DIE_AREA = 0 0 96 96
==> flow/constraint.sdc <==
current_design xorer3

set clk_period 1.0
set clk_io_pct 0.2

create_clock -name clk0 -period $clk_period

set non_clock_inputs [all_inputs -no_clocks]
set_input_delay [expr $clk_period * $clk_io_pct] -clock clk0 $non_clock_inputs
set_output_delay [expr $clk_period * $clk_io_pct] -clock clk0 [all_outputs]
==> out/results.tsv <==
stage	metric	value	unit
grt	grt_overflow_total	0	
final_timing	setup_violations	0	
synth	most_common_cell	xor3_1	
route	via_per_inst	3.504	
critical_path	worstPathArrival	0.79	ns
cells_and_area	syn_to_final_growth	119.4	%
flow_run	warnings	33	
critical_path	endpoint_kind	output pin	
grt	grt_pass1_vias	962	
cells_and_area	fin_util	30.13	%
critical_path	path_class	in2out	
die	core_area	5540	um^2
grt	busiest_layer	met2	
die	fp.dieH	96	um
grt	use_met3	4.245	%
cells_and_area	flops	0	
critical_path	setup.worst_path.end	result[5]	
synth	synth.area.top_cells	xor3_1 100%	
placement	dp_worst_setup_slack	-0.7103	ns
final_timing	timing.slew.headroom	94.77	%
synth	top_cell_area_share	100.0	%
final_timing	fin_crit	0.9856	ns
die	io_pins	128	
route	wl	3428	um
clocking	postCtsSetupBuffers	0	
final_timing	worst_slew_pin_slew	0.07839	ns
final_timing	fin_crit_sh	98.56	%
critical_path	slowest_stage	xor3_1	
grt	grt_use_met2	12.05	%
status	status	completed	
synth	synth_cell_types	1	
synth	yosysTopAreaCell	xor3_1	
critical_path	crit_chain	buf_6 -> xor3_1 -> buf_2	
critical_path	cp.required	0.80	ns
flow_run	cap_violations	0	
cells_and_area	n_clock_buffer	0	
power_and_ir_drop	leakage	1.053	nW
critical_path	cp-start-kind	input pin	
die	rows	27	
final_timing	hold_slack	0.6891	ns
grt	track_usage	7.434	%
power_and_ir_drop	power.density	470.4	nW/um^2
grt	antenna_found_initial	0	
die	fp.dieW	96	um
final_timing	setup_tns	0	ns
route	drcViolationCount	0	
placement	placed_cell_area	2132	um^2
synth	yosys-top-cells-count	32 x xor3_1	
cells_and_area	drive_gt1_share	74.38	%
route	num_antenna_cells	0	
synth	ys_cells	32	
synth	ys_seq_share	0	%
final_timing	fmax	1.015	GHz
final_timing	rsz0062_at_grt	yes	
final_timing	finalHoldViolCount	0	
die	core_util_floorplan	13.73	%
synth	yosysWarnings	0	
synth	syn_area	760.7	um^2
synth	avgSynthCellArea	23.77	um^2
route	drtPass1Iterations	2	
final_timing	fin_ws	0.01440	ns
route	routedWlPerCell	14.78	um
cells_and_area	final_area	1669	um^2
final_timing	maxSlewViolCount	0	
critical_path	startpoint	C[5]	
placement	gp_congestion	0.7207	
synth	synth_cells	32	
route	via_count	813	
cells_and_area	ff_latch_area	0	um^2
synth	yosys_area	760.7	um^2
grt	met1_usage	9.023	%
placement	portBuffers	128	
min_path	worstHoldPathType	in2out	
power_and_ir_drop	ir_drop	0.1592	mV
critical_path	critPathMaxFanout	1	
critical_path	max_stage_delay	0.39	ns
grt	grt_first_pass_wirelength	5361	um
route	ant_nets	0	
grt	grt_max_degree	2	
die	chipArea	9216	um^2
route	drtIter0Drc	1	
per-stage QoR:
stage / power [mW] / instances
6_report: 0.7851 / 232
3_5_place_dp: 1.136 / 232
4_1_cts: 0.7909 / 232
5_1_grt: 0.8652 / 232
3_3_place_gp: 1.134 / 232
2_1_floorplan: 0.3113 / 32
worst max-delay path, delay by kind of cell:
family / cells / cell delay (ns)
XOR/XNOR: 1 / 0.39
buffers and inverters: 2 / 0.19
what timing repair did:
action                     in CTS  in global routing
hold buffers                    0                  0
setup endpoints to repair      32                 23
pin swaps                      32                 23
gates cloned                    0                  0
resized                       361                 63
worst min-delay path by stage:
stage / from / end / slack (ns) / cells past startpoint
after global routing: C[13] / result[13] / 0.72 / 3
after CTS: A[14] / result[14] / 0.76 / 3
final: C[20] / result[20] / 0.69 / 3
cell usage in the layout, fill, tap and decap left out, drive strengths merged:
master / count
buf: 111
xor3: 32
dlygate4sd2: 9
clkbuf: 8
power by group:
part / switching, mW / internal (mW) / total, mW
clock: 0 / 0 / 0
combinational: 0.158 / 0.628 / 0.785
sequential: 0 / 0 / 0
total: 0.158 / 0.628 / 0.785
cells by family after synthesis:
| group | count (synthesis) | share of synthesized area [%] |
|---|---|---|
| XOR/XNOR | 32 | 100.0 |
layout make-up:
class	instances	area [um^2]
Tap cell	72	90.09
Multi-Input combinational cell	32	760.7
Timing Repair Buffer	128	818.3
Fill cell	634	3871
layer usage:
layer / up-vias / part of all wire, %
met1: 364 / 33
li1: 384 / -
met5: - / 0
met2: 65 / 50
met3: 0 / 16
met4: 0 / 0
Power is estimated from default activity; no workload was simulated.
